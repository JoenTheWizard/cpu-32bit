--- /design/flow/design.v ---
module control_register(
    input clk,
    input flush,
    input [3:0]       in_alu_op,
    input [4:0]       in_alu_src1,
    input [4:0]       in_alu_src2,
    input [4:0]       in_alu_dest,
    input             in_reg_write_enable,
    input             in_imm,
    input [31:0]      in_imm_val,
    input             in_load_pc,
    input [31:0]      in_load_pc_val,
    input             in_mem_rd,
    input             in_mem_wr,
    input             in_mem_data_in,
    input             in_pc_next_enable,
    input             in_alu_next_enable,
    output reg [3:0]  out_alu_op,
    output reg [4:0]  out_alu_src1,
    output reg [4:0]  out_alu_src2,
    output reg [4:0]  out_alu_dest,
    output reg        out_reg_write_enable,
    output reg        out_imm,
    output reg [31:0] out_imm_val,
    output reg        out_load_pc,
    output reg [31:0] out_load_pc_val,
    output reg        out_mem_rd,
    output reg        out_mem_wr,
    output reg        out_mem_data_in,
    output reg        out_pc_next_enable,
    output reg        out_alu_next_enable
);
always @(posedge clk) begin
    out_alu_op           <= flush ? 4'b0  : in_alu_op;
    out_alu_src1         <= flush ? 5'b0  : in_alu_src1;
    out_alu_src2         <= flush ? 5'b0  : in_alu_src2;
    out_alu_dest         <= flush ? 5'b0  : in_alu_dest;
    out_reg_write_enable <= flush ? 1'b0  : in_reg_write_enable;
    out_imm              <= flush ? 1'b0  : in_imm;
    out_imm_val          <= flush ? 32'b0 : in_imm_val;
    out_load_pc          <= flush ? 1'b0  : in_load_pc;
    out_load_pc_val      <= flush ? 32'b0 : in_load_pc_val;
    out_mem_rd           <= flush ? 1'b0  : in_mem_rd;
    out_mem_wr           <= flush ? 1'b0  : in_mem_wr;
    out_mem_data_in      <= flush ? 1'b0  : in_mem_data_in;
    out_pc_next_enable   <= flush ? 1'b0  : in_pc_next_enable;
    out_alu_next_enable  <= flush ? 1'b0  : in_alu_next_enable;
end
endmodule
--- /design/flow/run.sh ---
#!/bin/bash
# OpenROAD 26Q1-2900-gdf79404cd8, Yosys 0.63+post, stock flow scripts
make -C /OpenROAD-flow-scripts/flow DESIGN_CONFIG=/design/flow/config.mk WORK_HOME=/design/flow/orfs finish
--- /design/flow/config.mk ---
export PLATFORM = sky130hd
export DESIGN_NAME = control_register
export DESIGN_NICKNAME = control_register
export VERILOG_FILES = /design/flow/design.v
export SDC_FILE = /design/flow/constraint.sdc
export NUM_CORES = 4
export LEC_CHECK = 1
export CORE_UTILIZATION = 30
--- /design/flow/constraint.sdc ---
current_design control_register

set clk_period 1.0
set clk_io_pct 0.2

create_clock -name clk0 -period $clk_period [get_ports {clk}]

set non_clock_inputs [all_inputs -no_clocks]
set_input_delay [expr $clk_period * $clk_io_pct] -clock clk0 $non_clock_inputs
set_output_delay [expr $clk_period * $clk_io_pct] -clock clk0 [all_outputs]
==> notes.md <==
The flow ran to the end, and the final reports show no timing, DRC or antenna violations. Total global-route track usage over all layers is 11.6%. Per STA, the worst path accumulates the most delay in the family flip-flops.

For the worst setup path, the data arrival time is 0.77 ns. The die boundary width is 102 µm. The launching element type of the critical path was a flop.

The logs give 15 for the number of DRC violations after detailed-routing iteration 0 and 3 for the maximum level of the CTS H-tree. The run gives 0 as the number of antenna violations at the first check in global routing. Once the floorplan was initialized, standard cells occupied 31.6% of the core.

Critical setup path kind: flop to output pin. The number of register bits inferred by synthesis works out to 91. The analysis reports a worst IR drop on VDD of 0.000764 V. For the final-layout fill cell count, the log shows 850. The largest combinational cell category by area was simple AND/OR/NAND/NOR gates.

The worst setup path is captured at an output pin. The fraction of layout instances using a drive strength above 1 came out at 53.9%. The multiplexer share of the synthesized area is 0%.

Summing the areas of all and, or, nand and nor instances in the mapped netlist gives 32.2% of the synthesized area. The detailed router placed 1858 vias in this run. The cell count in the Yosys report is 192, and the final weighted congestion in routability-driven placement is 0.762. The final timing report lists a hold violation count of 0. Per the finish-stage timing summary, setup violations number 0.

In the routed design, unresolved DRC markers number 0. In this run, the combinational gates consume 11.8% of the power. Synthesis handed over a netlist of 192 instances.

The via count normalized by instance count came out at 3.62. The number of inserted diodes came out at 0. During I/O placement, the number of pins put on the boundary was 184.

Tracing the worst setup path back leads to its startpoint at out_alu_src1[3]. The internal portion of the total power is 5.92 mW. The top metal layer carrying routed signals was met4.

The transition time at the pin with the least slew margin is 0.322 ns. Number of nets with antenna violations after routing: 0. The tree is rooted in a clkbuf_8.

The number of buffer cells added on primary ports came out at 183. The wire length on met3 came out at 763 µm. For the total of hold buffers inserted after clock tree synthesis, the log shows 0. The minimum clock period came out at 0.971 ns. The area of the core region is 9420 µm², and the static leakage is 2.12 nW. The cell area that synthesis handed to floorplanning was 2980 µm². Dividing the synthesized area by the synthesized cell count gives 15.5 µm². The tools report the global-route wire length before repair as 9080 µm. The gate-level netlist out of Yosys references 6 unique cell types. On the reported timing paths, the clock transition at the registers reads 0.09 ns. The final timing report lists a max-slew violation count of 0. The launch point of the worst min-delay path is recorded as flush.

The logs give 9 for the number of buffers added by the clock tree synthesis step and 78.5% for the remaining max-slew budget at the tightest pin. The tools report the switching power as 1.47 mW. The run gives 0% for the area fraction in xor and xnor cells. The power per cell area is 1600 nW/µm², and the data required time of the worst path is 0.80 ns. Worst min-delay path class: primary input to flop.

TritonCTS built the clock tree. Entering global routing, the biggest net connects 24 pins. The worst slack on hold paths was 0.296 ns; the peak per-stage delay on the critical path was 0.32 ns.

With the critical-path maximum fanout at 1, the tool warning count is 27. Footprint of the flip-flops and latches: 1830 µm². For the sequential area share after synthesis, the log shows 61.2%. The run gives 1 for the buffer-and-inverter tally for the worst setup path. The routed design uses 2790 µm of met2 wire. Per the run report, area growth between synthesis and finish was 55.1%.

Leaving out buffers and inverters, the combinational logic in the layout accounts for 960 µm². Of the total synthesized cell area, the portion taken by AND-OR and OR-AND cells is 0%. The tools report the yosys synthesis chip area as 2980 µm². For the number of global-route vias before repair, the log shows 1838. In this run the vertical extent of the chip is 102 µm. OpenSTA, run right after detailed placement, puts the worst setup slack at 0.0198 ns. With the placement row count at 35, the tally of yosys warning messages is 1. The tools report the number of maximum-capacitance violations as 0. Setup repair after global routing could not meet its margin everywhere. After layout, the worst setup slack is 0.0295 ns.

The run gives 91 as the total clock sinks. The flow reports that the clock network draws 36.0% of the design power. Dividing the detail-routed wire length by the instance count gives 11.9 µm. The highest clock rate this design can be run at is 1030 MHz. HPWL reported at the end of detailed placement: 4500 µm. The total detailed-routing wirelength is 6130 µm.

The run gives 0% for the area fraction in full adders, half adders and majority gates. The clock passes through at most 2 buffers. Per the GRT congestion report, total overflow comes to 0. The area of the chip was 10300 µm²; the total routed wire length on the met1 layer was 2500 µm. Ratio of final minimum period to clock period: 97.1%. For this design, the slowest cell found on the critical path is dfxtp_2. Switching power as a fraction of the total was reported as 19.8%.

The sequential share of power was 52.2%; the number of iterations in the first detailed-routing pass was 4. In this run the critical path is formed by buf_2.
layout make-up:
class | count | area share [%]
Multi-Input combinational cell | 91 | 20.8
Tap cell | 129 | 3.50
Clock inverter | 4 | 1.65
Timing Repair Buffer | 188 | 31.5
Clock buffer | 10 | 2.98
Sequential cell | 91 | 39.6
power by group through the flow:
stage	Clock [mW]	Combinational [mW]	Sequential (mW)
final	2.66	0.871	3.85
after CTS	2.78	0.891	3.85
after global routing	2.94	0.949	3.87
metrics by stage:
stage	TNS (ns)	utilization (%)	instances	cell area (µm²)	power, mW
final	0	49.0	513	4620	7.38
after global routing	-0.200	49.0	513	4620	7.76
after CTS	-0.00197	49.0	513	4610	7.53
after detailed placement	0	51.5	499	4850	5.01
after global placement	0	51.5	499	4850	5.01
after floorplan	0	-	192	2980	4.29
kinds of logic (layout without fill, tap and decap cells):
family | Yosys count | count (layout)
AND/OR/NAND/NOR | 91 | 91
flip-flops | 91 | 91
buffers and inverters | 10 | 202
final timing paths:
path,to,slack (ns),cells past startpoint
max,out_alu_src1[3],0.03,1
min,out_imm_val[6],0.30,3
cells in the final DEF (no fill, tap or decap), drive strengths merged:
cell type      instances
clkbuf                10
nor2b                 91
buf                   97
bufinv                 2
clkdlybuf4s50         91
dfxtp                 91
clkinv                 1
clkinvlp               1
registers in the layout, indices dropped and copies added, names as in the netlist:
signal / cells
out_pc_next_enable: 1
out_load_pc_val: 32
out_imm_val: 32
out_alu_op: 4
out_load_pc: 1
out_alu_dest: 5
out_alu_src1: 5
out_mem_wr: 1
out_alu_next_enable: 1
out_mem_rd: 1
out_reg_write_enable: 1
out_alu_src2: 5
out_imm: 1
out_mem_data_in: 1
per-layer routing:
metal | up-vias | track usage (%)
met5 | - | 0
met4 | 0 | 1.90
li1 | 947 | -
met2 | 109 | 18.3
met3 | 10 | 4.48
met1 | 792 | 15.5
synthesized netlist by cell type:
library cell / n / share of area [%]
dfxtp_1: 91 / 61
nor2b_2: 57 / 17
nor2b_4: 33 / 15
nor2b_1: 1 / 0.21
buf_8: 1 / 0.50
buf_12: 9 / 6.1
what timing repair did:
item / CTS / global route
gates resized: 279 / 3
buffers inserted: 0 / 0
gates cloned: 0 / 0
endpoints found under the setup margin: 91 / 24
Power is estimated from default activity; no workload was simulated.
