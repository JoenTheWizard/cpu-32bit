==> flow/design.v <==
module instruction_register(
  input             clk,
  input             flush,
  input      [31:0] in_instruction,
  output reg [31:0] out_instruction
);
always @(posedge clk) begin
  if (flush) begin
    out_instruction <= 32'b0;  
  end else begin 
    out_instruction <= in_instruction;
  end
end
endmodule
==> flow/run.sh <==
#!/bin/bash
# OpenROAD 26Q1-2900-gdf79404cd8, Yosys 0.63+post, stock flow scripts
make -C /OpenROAD-flow-scripts/flow DESIGN_CONFIG=/design/flow/config.mk WORK_HOME=/design/flow/orfs finish
==> flow/config.mk <==
export PLATFORM = sky130hd
export DESIGN_NAME = instruction_register
export DESIGN_NICKNAME = instruction_register
export VERILOG_FILES = /design/flow/design.v
export SDC_FILE = /design/flow/constraint.sdc
export NUM_CORES = 4
export LEC_CHECK = 1
export CORE_AREA = 10 10 102 102
export DIE_AREA = 0 0 112 112
==> flow/constraint.sdc <==
current_design instruction_register

set clk_period 1.0
set clk_io_pct 0.2

create_clock -name clk0 -period $clk_period [get_ports {clk}]

set non_clock_inputs [all_inputs -no_clocks]
set_input_delay [expr $clk_period * $clk_io_pct] -clock clk0 $non_clock_inputs
set_output_delay [expr $clk_period * $clk_io_pct] -clock clk0 [all_outputs]
==> notes.md <==
The synthesis and place-and-route flow finished, so here is a summary.

The run finished with clean final reports. The transition time of the tightest slew-check pin is roughly 150 ps. The relative slew slack is 0.902. The synthesized design contains 0 enable-type register cells. The first global-routing pass estimated about 4.2 mm of wire. The area of the core is between 0.008 and 0.009 mm^2. The via density per instance is approximately 2.9. Counting flops per register, the top entry is out_instruction. The maximum vdd ir drop came out at just over 0.5 mV.

The max-cap check violation count came out at 0. dfxtp_1 takes more of the synthesized area than any other cell. The number of cells reported by Yosys stat comes to between 60 and 70.

In this run the count of I/O pins placed on the die edge is roughly 66. The number of cells after detailed placement is 235. The antenna cell count came out at 0. The type of the most critical hold path is primary input to register. The number of warnings reported in the stage logs is 25.

The number of clock buffers added by TritonCTS is 5. At the end of the flow the core is filled with cells to 0.208. The count of different cell masters after synthesis came out at 3.

The clock-pin slew on the worst setup and hold paths came out at 70 ps. The number of design-rule violations left by the first detailed-router iteration is 21. The via count of the first global-routing pass came to around 730.

The critical-path cell with the highest stage delay is dfxtp_1. The aggregate global routing overflow came out at 0. The number of failing setup endpoints in the final timing report is 0. The highest cell delay on the worst timing path came out at between 300 and 400 ps. The worst slack at placement is -110 ps. For this design the total switching power over the nets is approximately 550 uW. The average cell area after synthesis came out at ~13 um^2. The sequential element share of the synthesized area came out at 0.742. The number of buffer cells added on primary ports came out at approximately 65. By count the netlist is led by 32 x dfxtp_1, 32 x nor2b_1, 3 x buf_4. Per the CTS log, the root buffer master is clkbuf_8. The fraction of power consumed by combinational cells came out at 0.095. The flop and latch count out of synthesis is 32. The storage element area is 659 um^2.

The yosys-reported design area after synthesis is about 860 um^2. The hold slack is 461 ps. The routed wire length per instance came out at 11.1 um.

The power density of the placed cells is 1670 mW/mm^2. Of the total power, registers draw 0.479. STA classifies the critical path startpoint as a register.

The minimum clock period is 959 ps. The number of remaining DRC errors is 0. The synthesized instance count came out at around 67. Entering global routing, the biggest net connects 33 pins. Detailed placement finished with a half-perimeter wire length of 2.14 mm.

The share of the clock period used by the worst path after layout came out at 0.959. Of the total power, the share spent switching nets is 0.192. RePlAce ended its routability-driven mode at a weighted congestion of between 0.6 and 0.7. The fraction of layout instances using a drive strength above 1 came out at 0.254. The largest registers in the layout are out_instruction (32). The horizontal die dimension reported for this design is ~110 um. The arrival time reported for the critical path endpoint is 760 ps. The final route contains approximately 700 vias. The number of antenna violations at the first check in global routing came to 0.

The number of inserted filler cells in the final layout came out at about 880. The number of placement rows came out at 33. Per the CTS log, the buffer count on the longest clock path is 2.

The residual antenna-violating net count after detailed routing came out at 0. The worst setup path is captured at an output port. The maximum clock rate came out at 1040 MHz. The layout report lists the multi-input gate area as 200 um^2.

Warnings reported by Yosys during synthesis add up to 1. The number of buffer and inverter stages on the critical path came out at 1. The CTS tree is built. The number of flip-flops under the largest register name came out at 32. The portion of total power attributed to the clock network is 0.426.

The final worst-path setup slack is 40.7 ps. The area of the die is 0.0125 mm^2. The initial cell density of the core came out at 0.105. The synthesis-to-finish area growth is 98.0%. The async set or reset register ratio after synthesis is 0. Counting pins that exceed their max-slew limit in the final report gives 0. The die is ~110 um tall. The non-filler instance count after layout is approximately 240.

The first detailed-routing pass ran for 3 iterations. The number of clock sinks is 32. In this run the static leakage power is about 0.68 nW. Wires add up to between 2 and 3 mm.

The H-tree generated during clock tree synthesis spans 2 levels. The cell sequence reported for the critical path is clkdlybuf4s15_1. Total global-route track usage over all layers is 0.0414. Grouping stages by cell kind, the critical path spends the most delay in flip-flops.

The top flip-flop cell by instance count after synthesis is dfxtp_1. The worst endpoint required time is approximately 800 ps. The synthesized netlist occupies a cell area of 863 um^2.

Cell internal power was estimated by the tool at 2.30 mW. The critical path class is register to output port. The final number of hold-violating endpoints came out at 0. The area share of the largest cell type after synthesis came out at 0.742. Per the repair_timing log after CTS, setup buffers inserted total 0. Ranked by total cell area, the synthesized netlist is headed by dfxtp_1 74%, nor2b_1 23%, buf_4 2.6%.

The largest driver fanout on the critical path is 1.
==> path summary, 6_finish.rpt <==
check	end	from	slack, ps	depth (start not counted)
worst max-delay path	out_instruction[6]	out_instruction[6]$_SDFF_PP0_	40	1
worst min-delay path	out_instruction[13]$_SDFF_PP0_	in_instruction[13]	460	2
==> final cells by class <==
cell class                 count  area share
clock buffer                   6      0.0425
tap                          105      0.0769
multi-input combinational     32       0.117
sequential                    32       0.386
clock inverter                 2      0.0205
timing repair buffer          66       0.357
==> logic make-up after synthesis <==
logic type / count (synthesis) / synth area share
flops: 32 / 0.742
simple gates: 32 / 0.232
buf+inv: 3 / 0.0261
==> metrics by stage <==
stage / cell area (um^2) / total power, mW / TNS [ps]
3_5_place_dp: 1640 / 1.71 / -3140
6_report: 1710 / 2.85 / 0
2_1_floorplan: 863 / 1.43 / 0
3_3_place_gp: 1640 / 1.71 / -2950
4_1_cts: 1750 / 2.94 / 0
5_1_grt: 1710 / 3.00 / -9.85
==> repair_timing <==
action	4_1_cts	5_1_grt
setup endpoints to repair	32	16
resized	69	23
hold buffers	0	0
==> per-layer routing <==
metal / track usage / vias to the layer above / share of wire
li1: - / 337 / -
met3: 0.0195 / 4 / 0.10
met4: 0.00931 / 0 / 0.020
met1: 0.0467 / 320 / 0.38
met2: 0.0695 / 36 / 0.50
met5: 0 / - / 0
==> power groups by stage <==
| stage | Sequential, mW | Combinational, mW | Clock [mW] |
|---|---|---|---|
| after CTS | 1.36 | 0.293 | 1.29 |
| after global routing | 1.37 | 0.298 | 1.33 |
| final | 1.36 | 0.271 | 1.21 |
==> placed cells by master (no fill, tap or decap), drive strengths merged <==
master	instances
clkdlybuf4s50	33
nor2b	32
dfxtp	32
clkdlybuf4s15	20
clkbuf	17
buf	2
clkinv	1
bufinv	1
Power is estimated from default activity; no workload was simulated.
